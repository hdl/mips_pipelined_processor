==> design/flow/design.v <==
`timescale 1 ns /100 ps
module RegFile(input[4:0] RdAddr1, 
                            input[4:0] RdAddr2, 
                            output reg[31:0] RdData1, 
                            output reg[31:0] RdData2,
                            input[4:0] WrAddr, 
                            input[31:0] WrData, 
                            input WriteReg, 
                            input reset, 
                            input clk);
reg [31:0] registerfile[31:0];
always@ (posedge clk) begin
  if (reset == 0 && WriteReg == 1)begin
     registerfile[WrAddr] <= WrData;
   end
 else begin
   if (reset == 1) begin
        registerfile[0] <= 0;
        registerfile[1] <= 0;
        registerfile[2] <= 0;
        registerfile[3] <= 0;
        registerfile[4] <= 0;
        registerfile[5] <= 0;
        registerfile[6] <= 0;
        registerfile[7] <= 0;
        registerfile[8] <= 0;
        registerfile[9] <= 0;
        registerfile[10] <= 0;
        registerfile[11] <= 0;
        registerfile[12] <= 0;
        registerfile[13] <= 0;
        registerfile[14] <= 0;
        registerfile[15] <= 0;
        registerfile[16] <= 0;
        registerfile[17] <= 0;
        registerfile[18] <= 0;
        registerfile[19] <= 0;
        registerfile[20] <= 0;
        registerfile[21] <= 0;
        registerfile[22] <= 0;
        registerfile[23] <= 0;
        registerfile[24] <= 0;
        registerfile[25] <= 0;
        registerfile[26] <= 0;
        registerfile[27] <= 0;
        registerfile[28] <= 0;
        registerfile[29] <= 0;
        registerfile[30] <= 0;
        registerfile[31] <= 0;
    end
  end
  #4
  if (reset == 0) begin
   RdData1 <= registerfile[RdAddr1];
   RdData2 <= registerfile[RdAddr2];
 end
 else begin
   RdData1 <= 0;
   RdData2 <= 0;
   end
end
endmodule
==> design/flow/run.sh <==
#!/bin/bash
# OpenROAD 26Q1-2900-gdf79404cd8, Yosys 0.63+post, stock flow scripts
make -C /OpenROAD-flow-scripts/flow DESIGN_CONFIG=/design/flow/config.mk WORK_HOME=/design/flow/orfs finish
==> design/flow/config.mk <==
export PLATFORM = sky130hd
export DESIGN_NAME = RegFile
export DESIGN_NICKNAME = RegFile
export VERILOG_FILES = /design/flow/design.v
export SDC_FILE = /design/flow/constraint.sdc
export NUM_CORES = 4
export LEC_CHECK = 1
export CORE_UTILIZATION = 30
==> design/flow/constraint.sdc <==
current_design RegFile

set clk_period 5.7
set clk_io_pct 0.2

create_clock -name clk0 -period $clk_period [get_ports {clk}]

set non_clock_inputs [all_inputs -no_clocks]
set_input_delay [expr $clk_period * $clk_io_pct] -clock clk0 $non_clock_inputs
set_output_delay [expr $clk_period * $clk_io_pct] -clock clk0 [all_outputs]
==> summary.rpt <==
=====================================================================================
Synthesized area per cell                                                    9.07 µm²
Unrepaired setup endpoints after global routing                                    no
Switching part of the total                                                     25.2%
Setup fix buffers added after clock tree synthesis                                  0
Skew final                                                                    28.5 ps
Run status                                                                  completed
I/O Buffers                                                                       113
Overall die area                                                            0.181 mm²
Hold Violations, Final                                                              0
Count of routing violations after the opening detailed-route iteration          4,171
Via count                                                                      46,092
Clock tree from TritonCTS                                                         yes
Final Max Slew Viols                                                                0
Fraction of the cycle the final worst path needs                                59.9%
Remaining routing DRC violations                                                    0
Floorplan die height                                                           425 µm
Logic gate share of total power                                                  8.0%
Routed WL per cell                                                            25.1 µm
Maximum number of pins on one net before global-route repair                      147
Max rail drop VDD                                                              281 µV
Final ANT Viol Nets                                                                 0
Vias in the first global route                                                 44,564
Top Layout Cells                                                         2,083 x nand2_1, 1,088 x dfxtp_1, 994 x a21oi_1, 448 x mux4_2, 256 x mux2i_1
Overall routed net length                                                  204,000 µm
Wire length of the first global-routing pass                               299,000 µm
Total cell area reported by yosys after synthesis                          0.0537 mm²
Setup violators final                                                               0
Buffer levels on the longest clock path                                             3
Initial core utilization                                                        30.3%
Critical Path Sink Type                                                      register
Clock root buffer                                                           clkbuf_16
Clock network latency to the later pin of the worst-skew pair                  730 ps
Transition time of the tightest slew-check pin                                 916 ps
Number of buffers added by the clock tree synthesis step                          106
Hold Path Origin                                                         registerfile[6][19]
Register clock-pin slew on the reported worst setup and hold paths              60 ps
Max Freq                                                                      293 MHz
Critical path arrival                                                         3990 ps
Number of warning messages in the logs                                             32
Inst Count DP                                                                   7,927
Crit Path Max Fanout                                                              143
Setup TNS Final                                                                  0 ps
FF-to-FF Start                                                           registerfile[15][0]
Number of instances in the synthesized netlist                                  5,922
Horizontal die dimension                                                       425 µm
Antenna violations before repair                                                    8
Area of the core                                                            0.177 mm²
Final-layout fill cell count                                                   17,349
H-tree level count                                                                  3
Final Non-Filler Cells                                                          8,120
Worst hold path class                                                    register to register
Post_cts resized                                                                    0
Mapped cell area                                                           0.0537 mm²
Fraction of final layout cells sized beyond drive strength 1                    15.8%
Internal Power                                                                12.2 mW
Type of the setup path with the least slack                              input port to register
Startpoint of the most critical setup path                                      reset
Syn-to-layout area delta                                                        11.4%
End of the worst hold path                                               registerfile[6][19]
RePlAce Congestion                                                              0.920
Total net switching power                                                     4.11 mW
Crit Reg-Reg Endpoint                                                      RdData1[0]
Required @ worst endpoint                                                     6270 ps
Cell Type Count                                                                    42
Final HPWL from detailed placement                                         116,000 µm
Clock power share                                                               44.7%
Worst R2R Path Depth                                                                4
Number of rows created at floorplan                                               154
Relative slew margins                                                           38.9%
Register-to-Register Setup Slack                                              3840 ps
Yosys reg bits                                                                  1,088
Yosys warning total                                                                 1
Multi-input gate area                                                      0.0291 mm²
Leftover overflow at the end of global routing                                      0
Top-level I/O count                                                               114
Power density over cell area                                               272 mW/mm²
Register share after synthesis                                                  40.5%
Drt pass-1 iters                                                                    8
Via density per instance                                                         5.68
Proportion of power drawn by flip-flops and latches                             47.3%
Final critical path time including I/O delays and setup                       3420 ps
Yosys Instances                                                                 5,922
Most common cell after layout, fill and taps aside                            nand2_1
Total number of clock tree sinks                                                1,088
Tot GR Track Use                                                                23.0%
Critical path launch point type                                            input port
Hold_buf cts                                                                        0
Hold-critical path depth                                                            2
MaxCap Viol Count                                                                   0
Reported leakage power                                                        18.9 nW
FF/Latch Area                                                              0.0218 mm²
=====================================================================================
Yosys cell counts (all sizes together):
cell,instances,area [µm²]
nand2,2122,8000
dfxtp,1088,21800
a21oi,1024,5240
mux4,448,10100
buf,337,2160
clkbuf,274,1030
mux2i,256,2560
a221o,64,641
a22oi,64,480
a31oi,64,400
a221oi,43,377
o21ai,43,215
nor2,40,303
o2111ai,21,184
nor2b,6,37.5
and3b,3,26.3
nand3b,3,22.5
nor3b,3,22.5
or3b,3,26.3
and2,2,12.5
inv,2,7.51
nand4bb,2,22.5
nor4bb,2,20.0
and3,1,6.26
and4b,1,10.0
nand3,1,5.00
nand4b,1,15.0
nor3,1,5.00
nor4b,1,15.0
or3,1,6.26
or4b,1,13.8
cells by family (layout without fill, tap and decap cells):
group,Yosys count,count (layout),share of synthesized area [%]
other cells,0,1,0
simple gates,2194,2194,15.9
compound gates,1323,1323,14.0
mux,704,704,23.5
flops,1088,1088,40.5
buf+inv,613,470,5.95
flip-flops by register name, summed over array words and instances, names as in the netlist:
signal / flops
RdData1: 32
RdData2: 32
registerfile: 1024
power by group through the flow:
| stage | clock network (mW) | registers, mW | logic [mW] |
|---|---|---|---|
| global route | 7.67 | 7.71 | 1.35 |
| finish | 7.29 | 7.71 | 1.31 |
| CTS | 7.35 | 7.71 | 1.28 |
stage by stage:
| stage | hold WS, ps | cell area [µm²] | setup WS [ps] | util, % | total power, mW |
|---|---|---|---|---|---|
| floorplan | 443 | 53700 | 3080 | - | 8.64 |
| CTS | 465 | 59800 | 2330 | 33.8 | 16.3 |
| global placement | 447 | 56300 | 1610 | 31.8 | 9.15 |
| global route | 478 | 59800 | 2140 | 33.8 | 16.7 |
| detailed placement | 457 | 56300 | 1590 | 31.8 | 9.15 |
| finish | 463 | 59800 | 2280 | 33.8 | 16.3 |
worst max path at each step:
stage | to | slack, ps | cells past startpoint
after CTS | RdData2[18] | 2330 | 6
after global routing | RdData2[29] | 2140 | 6
final | RdData2[18] | 2280 | 6
worst max-delay path, cell delays in order:
cell	delay, ps
buf_8	450
buf_4	700
buf_4	760
buf_12	500
a221o_1	230
a31oi_1	50
routing by layer:
layer,routed length (µm),GRT usage (%)
met1,73700,28.3
met4,11800,10.5
met2,92500,35.0
met5,195,0.661
met3,25900,10.3
cell type report:
type	instances	area share (%)
antenna	1	0.00418
clock buffer	158	5.28
inverter	2	0.0209
tap	2340	4.89
multi-input combinational	4221	48.6
timing repair buffer	276	4.25
clock inverter	34	0.604
sequential	1088	36.4
Power is estimated from default activity; no workload was simulated.
